## /design/flow/config.mk

```make
export PLATFORM = sky130hd
export DESIGN_NAME = serial_tx
export DESIGN_NICKNAME = serial_tx
export VERILOG_FILES = /design/flow/design.v
export SDC_FILE = /design/flow/constraint.sdc
export NUM_CORES = 4
export LEC_CHECK = 1
export CORE_AREA = 10 10 107 107
export DIE_AREA = 0 0 117 117
```

## /design/flow/constraint.sdc

```tcl
current_design serial_tx

set clk_period 2.0
set clk_io_pct 0.2

create_clock -name clk0 -period $clk_period [get_ports {clk}]

set non_clock_inputs [all_inputs -no_clocks]
set_input_delay [expr $clk_period * $clk_io_pct] -clock clk0 $non_clock_inputs
set_output_delay [expr $clk_period * $clk_io_pct] -clock clk0 [all_outputs]
```

## /design/flow/design.v

```verilog
module serial_tx #(
    parameter CLKS_PER_BIT = 8 
)(
    input clk,
    input rst,
    input start,
    input [7:0] data_in,
    output reg tx,
    output reg busy,
    output reg done
);
    localparam IDLE = 3'd0;
    localparam LOAD = 3'd1;
    localparam BIT_HOLD = 3'd2;
    localparam SHIFT_NEXT = 3'd3;
    localparam DONE = 3'd4;
    reg [2:0] state;
    reg [7:0] shift_reg;
    reg [2:0] bit_count;
    reg [$clog2(CLKS_PER_BIT)-1:0] tick_cnt;
    always @(posedge clk or posedge rst) begin
        if (rst) begin
            state <= IDLE;
            shift_reg <= 8'd0;
            bit_count <= 3'd0;
            tick_cnt <= 0;
            tx <= 1'b1;
            busy <= 1'b0;
            done <= 1'b0;
        end else begin
            done <= 1'b0; 
            case (state)
                IDLE: begin
                    tx <= 1'b1;
                    busy <= 1'b0;
                    if (start) begin
                        state <= LOAD;
                    end
                end
                LOAD: begin
                    shift_reg <= data_in;
                    bit_count <= 3'd0;
                    tick_cnt  <= 0;
                    busy <= 1'b1;
                    state <= BIT_HOLD;
                end
                BIT_HOLD: begin
                    tx <= shift_reg[0];
                    if (tick_cnt == (CLKS_PER_BIT - 2)) begin
                        state <= SHIFT_NEXT;
                    end else begin
                        tick_cnt <= tick_cnt + 1;
                    end
                end
                SHIFT_NEXT: begin
                    tick_cnt <= 0;
                    shift_reg <= shift_reg >> 1;
                    if (bit_count == 3'd7) begin
                        state <= DONE;
                    end else begin
                        bit_count <= bit_count + 1;
                        state <= BIT_HOLD;
                    end
                end
                DONE: begin
                    done  <= 1'b1;
                    busy  <= 1'b0;
                    state <= IDLE;
                end
                default: begin
                    state <= IDLE;
                end
            endcase
        end
    end
endmodule
```

## /design/flow/run.sh

```bash
#!/bin/bash
# OpenROAD 26Q1-2900-gdf79404cd8, Yosys 0.63+post, stock flow scripts
make -C /OpenROAD-flow-scripts/flow DESIGN_CONFIG=/design/flow/config.mk WORK_HOME=/design/flow/orfs finish
```

==> results.json <==
{
  "outcome": "complete, no violations",
  "final_common_cell": "dfrtp_1",
  "critPathBufInv": 1,
  "ir_drop_mv": 0.184,
  "worst_pin_slew_ns": 0.669,
  "cts_tree": "yes",
  "mi_logic_area_um2": 384,
  "mux_share_pct": 9.29,
  "relSlewSlack_pct": 55.4,
  "clkTransAtPathRegs_ns": 0.07,
  "ys_sh_aoi_pct": 12.1,
  "htreeDepth": 1,
  "crit_path_cell_trace": "clkdlybuf4s50_1",
  "setup_viol": 0,
  "area_growth_pct": 30.5,
  "synth_cells": 88,
  "fin_tns_setup_ns": 0,
  "grt_pass1_wl_mm": 3.06,
  "route.detailed.drc": 0,
  "rsz0062_at_grt": "no",
  "leakage_nw": 0.509,
  "slowest_delay_ns": 0.53,
  "drive_above_1_share_pct": 8.82,
  "synth_warnings": 1,
  "ys_seq_share_pct": 56.2,
  "cp_max_fo": 2,
  "cp_slowest_cell": "dfstp_2",
  "grt_util_all_layers_pct": 2.60,
  "crit_family": "flip-flops",
  "drv_cap": 0,
  "min_period_ns": 1.64,
  "ys_sh_simple_pct": 11.7,
  "die_x_um": 117,
  "std_cell_rows": 35,
  "fmax_ghz": 0.610,
  "die_h_um": 117,
  "skew_ns": 0.000871,
  "lay_top_cells": "20 x dfrtp_1, 13 x clkdlybuf4s50_1, 12 x nand2_1",
  "ys_cells": 88,
  "warnings": 26,
  "dp.cells": 209,
  "core_mm2": 0.00920,
  "hpwl_mm": 1.35,
  "crit_type": "reg -> out",
  "chip_area_mm2": 0.0137,
  "syn_area_um2": 983,
  "finalWirelength_mm": 1.79,
  "ys_seq_elements": 22,
  "grt_overflow": 0,
  "clkSinkCount": 22,
  "cts_max_path_buffers": 2,
  "total_power_w": 0.000782,
  "place_congestion": 0.715,
  "io_pins": 14,
  "logic_family": "AND-OR/OR-AND gates",
  "via_per_inst": 3.21,
  "grt_max_degree": 23,
  "cts_resized": 0,
  "antenna_found_initial": 0,
  "drt_iter0_markers": 8,
  "cp_data_required_time_ns": 1.60,
  "cts_buffers": 3,
  "arrival_ns": 1.24,
  "utilization_pct": 14.0,
  "wl_per_cell_um": 8.40,
  "dpl_cell_area_mm2": 0.00123,
  "r2r_slack_ns": 0.59,
  "grt_pass1_vias": 705,
  "largest_reg_flops": 8,
  "period_used_pct": 82.0,
  "design_area_mm2": 0.00128,
  "postCtsSetupBuffers": 0,
  "synthAdderAreaFrac_pct": 5.09,
  "pwr_density_cell_mw_per_mm2": 609,
  "critPathCaptureType": "output pin",
  "setup.worst_path.start_class": "flip-flop",
  "ys_sh_xor_pct": 0.891,
  "ctsHoldBuffers": 0,
  "min_path_type": "reg -> reg",
  "initial_core_util_pct": 10.7,
  "drv_slew": 0,
  "regArea_um2": 553,
  "ant_nets": 0,
  "hold_violations": 0,
  "avgSynthCellArea_um2": 11.2,
  "via_count": 684,
  "diodes": 0,
  "clock_latency_ns": 0.25,
  "n_fill_cell": 1026,
  "cts-root-buf": "clkbuf_8",
  "layout.cells.non_filler": 213,
  "synthDistinctLibCells": 28,
  "yosysChipArea_um2": 983,
  "portBuffers": 13,
  "drt-pass1-iter-count": 3
}
[cell families after synthesis]
logic type,count (synthesis)
multiplexers,9
AND-OR/OR-AND,19
flip-flops,22
buffers and inverters,8
AND/OR/NAND/NOR,25
XOR/XNOR,1
adder cells (fa/ha/maj),4
[routing by layer]
layer / GRT usage (%) / wire length [um] / vias up
met5: 0 / 0 / -
li1: - / - / 331
met4: 0.741 / 55 / 0
met1: 3.21 / 801 / 340
met2: 4.69 / 863 / 9
met3: 0.258 / 68 / 4
[final timing paths]
kind,start,to,cells after the start
worst min register to register,state[1]$_DFF_PP0_,done$_DFF_PP0_,0
worst min-delay path,state[1]$_DFF_PP0_,done$_DFF_PP0_,0
worst max register to register,bit_count[0]$_DFFE_PP0P_,bit_count[1]$_DFFE_PP0P_,4
min in group asynchronous,rst,shift_reg[7]$_DFFE_PP0N_,3
worst max-delay path,tx$_DFFE_PP1P_,tx,1
max in group asynchronous,rst,tx$_DFFE_PP1P_,3
[cell type report]
type / count / area share (%)
Inverter: 4 / 1.17
Sequential cell: 22 / 43.1
Clock buffer: 4 / 4.29
Tap cell: 111 / 10.8
Multi-Input combinational cell: 58 / 29.9
Timing Repair Buffer: 14 / 10.7
[metrics by stage]
step,setup slack (ns),hold slack [ns]
finish,0.360,0.429
global route,0.315,0.434
CTS,0.341,0.424
detailed placement,0.604,0.407
global placement,0.628,0.404
floorplan,0.649,0.377
[cells in the mapped netlist (all sizes together)]
cell type / number / share of area (%)
dfrtp: 20 / 51
nand2: 12 / 4.6
o21ai: 11 / 5.6
mux2i: 8 / 8.1
buf: 4 / 3.2
ha: 4 / 5.1
inv: 4 / 1.5
nor2: 4 / 1.8
a22o: 2 / 1.8
and2: 2 / 1.3
dfstp: 2 / 5.3
nand3: 2 / 1.0
nor3: 2 / 1.0
a211o: 1 / 0.89
a21o: 1 / 0.76
a21oi: 1 / 0.51
a31oi: 1 / 0.64
a32o: 1 / 1.0
and3: 1 / 0.64
mux2: 1 / 1.1
nand3b: 1 / 0.76
nor2b: 1 / 0.64
o41ai: 1 / 0.89
xnor2: 1 / 0.89
[report_power, final]
part	switching (W)	internal (W)	leakage (nW)
clock network	0.000132	0.000175	0.0288
registers	0	0.000445	0.264
logic	0.0000115	0.0000188	0.216
total	0.000144	0.000639	0.509
Power and IR drop assume default switching activity.
