## ./config.mk

```make
export PLATFORM = sky130hd
export DESIGN_NAME = semaforo
export DESIGN_NICKNAME = semaforo
export VERILOG_FILES = /design/flow/design.v
export SDC_FILE = /design/flow/constraint.sdc
export NUM_CORES = 4
export LEC_CHECK = 1
export CORE_AREA = 10 10 70 70
export DIE_AREA = 0 0 80 80
```

## ./constraint.sdc

```tcl
current_design semaforo

set clk_period 1.9
set clk_io_pct 0.2

create_clock -name clk0 -period $clk_period [get_ports {clk}]

set non_clock_inputs [all_inputs -no_clocks]
set_input_delay [expr $clk_period * $clk_io_pct] -clock clk0 $non_clock_inputs
set_output_delay [expr $clk_period * $clk_io_pct] -clock clk0 [all_outputs]
```

## ./design.v

```verilog
module semaforo(
    input wire clk,
    input wire rst,
    output reg green,
    output reg yellow,
    output reg red
);
reg [1:0] state, nextstate;
reg [2:0] counter;
localparam s0 = 2'b00;
localparam s1 = 2'b01;
localparam s2 = 2'b10;
always@(posedge clk or posedge rst) begin
    if (rst) begin
        state <= s0;
        counter <= 3'b000;
    end
    else begin 
        case (state)
            s0: begin
                if (counter == 3'b011) begin
                    state <= s1;
                    counter <= 3'b000;
                end
                else begin
                    counter <= counter +1;
                end
            end
            s1: begin
                if (counter == 3'b000) begin
                    state <= s2;
                    counter <= 3'b000;
                end
                else begin
                    counter <= counter +1;
                end
            end
            s2: begin 
                if (counter == 3'b010) begin
                    state <= s0;
                    counter <= 3'b000;
                end
                else begin
                    counter <= counter +1;
                end
            end
            default: begin 
                nextstate <= s0;
            end
        endcase
    end
end
always@(state)begin
    green = 2'b00;
    yellow = 2'b00;
    red = 2'b00;       
    case (state)
        s0: green = 2'b01;
        s1: yellow = 2'b01;
        s2: red = 2'b01;
        endcase
    end
endmodule
```

## ./run.sh

```bash
#!/bin/bash
# OpenROAD 26Q1-2900-gdf79404cd8, Yosys 0.63+post, stock flow scripts
make -C /OpenROAD-flow-scripts/flow DESIGN_CONFIG=/design/flow/config.mk WORK_HOME=/design/flow/orfs finish
```

==> impl_metrics.ini <==
; yosys + openroad results
[place]
portBuffers = 4
gp_congestion = 0.738
hpwlAfterDp_um = 553
placed_cell_area_um2 = 465

[timing]
hold_violations = 0
setup_tns_ps = 0
layout_min_cycle_time_ps = 1660
fin_worst_skew_ps = 8.43
worst_slew_pin_slew_ps = 425
setup_viol = 0
slew_headroom = 0.716
drv_slew = 0
hold-worst-slack_ps = 345
max_freq_ghz = 0.601
period_used_share = 0.876
grt_setup_unrepaired = false

[die]
die_area_um2 = 6400
io_pins = 5
chipWidth_um = 80
die_y_um = 80
floorplan.rows = 21
core-area_um2 = 3420
fp_util = 0.108

[drt]
routed_wl_um = 689
antenna_left = 0
vias = 278
wl_per_cell_um = 7.57
viasPerCell = 3.05
diodes = 0
drt-initial-drc-count = 18
firstDrtPassIters = 4
drc = 0

[global_routing]
antenna_found_initial = 0
grtUsageTotal = 0.0212
grt_max_degree = 8
grt_overflow = 0
grt_pass1_vias = 258
grt_pass1_wl_um = 1070

[synth]
yosys_warnings = 1
synth-edff-count = 0
synth_flops = 6
async_reset_ff_frac = 1.00
syn_inst = 37
yosys-stat-cells = 37
post-synth-top-count-cell = inv_1
avgSynthCellArea_um2 = 9.94
synth_top_area_share = 0.340
synth-main-ff-cell = dfrtp_1
synthTopCellsByArea = dfrtp_1 34%, ha_1 17%, inv_1 8.2%, dfstp_2 7.1%, a2111oi_2 4.1%
synth.top_cells.by_count = 8 x inv_1, 5 x dfrtp_1, 5 x ha_1
synth_cell_types = 16
ys_seq_share = 0.412
syn-cell-area_um2 = 368
yosys_area_um2 = 368
synth_top_cell_by_area = dfrtp_1

[critical_path]
r2r-start = counter[0]
cp_top_family = flip-flops
worst_setup_path_end_kind = primary output
cp_num_buf_inv = 1
reg2reg_slack_ps = 430
r2r_cells = 5
critPathLaunch = state[0]
cpPeakStageDelay_ps = 570
slowest_stage = dfstp_2
cp-start-kind = flip-flop
crit_type = flip-flop to primary output
path_cells = clkdlybuf4s50_1
cp.arrival_ps = 1280
reg2reg_to = counter[0]
crit_required_ps = 1520
path_max_fanout = 5

[clock_network]
cts_tree = yes
htreeDepth = 1
ctsHoldBuffers = 0
cts_resized = 0
clk_path_buf_depth = 2
clkSlewWorstSetupHoldPaths_ps = 50
post_cts_buffers = 0
ctsRootBufferMaster = clkbuf_4
cts_sinks = 6
cts_buffers = 3
clock_latency_ps = 250

[flow_run]
drv_cap = 0
warnings = 28

[finish]
layout-drive-gt1-share = 0.178
fillCellCount = 386
seq_area_um2 = 151
area_growth_pct = 33.7
final_cell_area_um2 = 492
combGateArea_um2 = 186

[power]
powerDensity_nw_per_um2 = 525
p_leak_nw = 0.196
peakVddDrop_mv = 0.101

[outcome]
outcome = complete, no violations

[hold_path]
worstHoldPathType = input pin to async pin
[worst register-to-register path, stage by stage, from the launching register on]
cell and delay (ps):
dfrtp_1 400, inv_1 90, ha_1 170, inv_1 70, a2111oi_2 480, o31ai_1 130
[state kept, by name, indices dropped and copies added (netlist names)]
name and cells:
counter 3, state 3
[layout by cell type (no fill, tap or decap)]
cell type / Yosys / routed
dfrtp_1: 5 / 5
o21ai_0: 2 / 2
clkbuf_1: 0 / 1
nor3_1: 2 / 2
ha_1: 5 / 5
a2111oi_2: 1 / 1
inv_1: 8 / 8
nand2_1: 3 / 3
clkdlybuf4s50_1: 0 / 4
nor2_2: 1 / 1
a31o_2: 1 / 1
clkbuf_4: 0 / 3
and2b_2: 1 / 1
nor2b_1: 2 / 2
o31ai_1: 2 / 2
a22o_1: 1 / 1
mux2i_1: 1 / 1
a211oi_1: 1 / 1
dfstp_2: 1 / 1
[per-layer routing]
metal	track usage	wire, um
met1	0.0229	308
met2	0.0329	288
met3	0.0170	92
met4	0.00176	0
met5	0	0
[area by class of cell]
| type | instances | area share |
|---|---|---|
| sequential | 6 | 0.308 |
| timing repair buffer | 4 | 0.0814 |
| inverter | 8 | 0.0611 |
| tap | 46 | 0.117 |
| clock buffer | 4 | 0.0534 |
| multi-input combinational | 23 | 0.379 |
[worst max path at each step]
stage	endpoint	depth (start not counted)
6_report	green	1
5_1_grt	green	1
4_1_cts	green	1
[kinds of logic (layout without fill, tap and decap cells)]
logic type / Yosys count / after routing / share of synthesized area
simple gates: 9 / 9 / 0.133
compound gates: 8 / 8 / 0.177
buf+inv: 8 / 16 / 0.0816
flops: 6 / 6 / 0.412
fa+ha+maj: 5 / 5 / 0.170
mux: 1 / 1 / 0.0272
[power by group]
part / leakage, nW / internal [mW] / switching, mW
sequential: 0.0802 / 0.128 / 0
clock: 0.0150 / 0.0795 / 0.0456
combinational: 0.100 / 0.00192 / 0.00254
[through the flow]
| step | setup WS, ps | std cells | utilization | power (mW) |
|---|---|---|---|---|
| floorplan | 561 | 37 | - | 0.132 |
| global placement | 448 | 87 | 0.136 | 0.135 |
| detailed placement | 415 | 87 | 0.136 | 0.135 |
| CTS | 222 | 91 | 0.144 | 0.262 |
| global route | 190 | 91 | 0.144 | 0.267 |
| finish | 236 | 91 | 0.144 | 0.258 |
Power is estimated from default activity; no workload was simulated.
