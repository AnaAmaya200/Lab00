==> /design/flow/design.v <==
`timescale 1ns / 1ps
module acumulador (
    input  wire        clk, rst, start, cancel,
    input  wire [3:0]  x,
    output reg  [5:0]  acc,
    output wire        done
);
    localparam S_IDLE  = 2'b00;
    localparam S_LOAD  = 2'b01;
    localparam S_ADD   = 2'b10;
    localparam S_DONE  = 2'b11;
    reg [1:0] state, next_state;
    reg [1:0] count;
    always @(*) begin
        next_state = state;
        case (state)
            S_IDLE: begin
                if (start)
                    next_state = S_LOAD;
                end
            S_LOAD: begin
                if (cancel)
                    next_state = S_IDLE;
                else
                    next_state = S_ADD;
                end
            S_ADD: begin
                if (cancel)
                    next_state = S_IDLE;
                else if (count == 2'd3)      
                    next_state = S_DONE;
                end
            S_DONE: begin
                next_state = S_IDLE;
                end
            default: begin
                next_state = S_IDLE;
                end
        endcase
    end
    assign done = (state == S_DONE);
    always @(posedge clk or posedge rst) begin
        if (rst) begin
            acc   <= 6'd0;
            count <= 2'd0;
            state <= S_IDLE;
        end
        else begin
            state <= next_state;
            case (state)
                S_LOAD: begin
                    acc   <= 6'd0;
                    count <= 2'd0;
                    end
                S_ADD: begin
                    acc   <= acc + {2'b00, x};
                    count <= count + 2'd1;
                    end
                default: begin
                    end
            endcase
        end
    end
endmodule
==> /design/flow/run.sh <==
#!/bin/bash
# OpenROAD 26Q1-2900-gdf79404cd8, Yosys 0.63+post, stock flow scripts
make -C /OpenROAD-flow-scripts/flow DESIGN_CONFIG=/design/flow/config.mk WORK_HOME=/design/flow/orfs finish
==> /design/flow/config.mk <==
export PLATFORM = sky130hd
export DESIGN_NAME = acumulador
export DESIGN_NICKNAME = acumulador
export VERILOG_FILES = /design/flow/design.v
export SDC_FILE = /design/flow/constraint.sdc
export NUM_CORES = 4
export LEC_CHECK = 1
export CORE_AREA = 10 10 77 77
export DIE_AREA = 0 0 87 87
==> /design/flow/constraint.sdc <==
current_design acumulador

set clk_period 3.2
set clk_io_pct 0.2

create_clock -name clk0 -period $clk_period [get_ports {clk}]

set non_clock_inputs [all_inputs -no_clocks]
set_input_delay [expr $clk_period * $clk_io_pct] -clock clk0 $non_clock_inputs
set_output_delay [expr $clk_period * $clk_io_pct] -clock clk0 [all_outputs]
==> Changelog: implementation <==
## Implementation

- Sequential fraction of the synthesis area: 0.480
- WL final: around 1500 um
- Area grow syn2layout: 38.0%
- Worst r2r path cells: 6
- Status: finished clean
- Worst r2r src: acc[0]
- Post-layout period usage: 0.671
- Critical Path Max Stage Delay: 0.42 ns
- Diodes inserted: 0
- Post-route ant nets: 0
- YS warnings: 1
- Vias in the first global route: 493
- Critical Path RT: between 3 and 4 ns
- Core footprint: 4350 um2
- Worst EP arrival: 2.32 ns
- CP Max Fanout: 3
- Die ar.: 7570 um2
- Maximum VDD drop: approximately 0.28 mV
- Critical path class: input port to register
- Worst-margin pin slew: 0.502 ns
- Final Cell Area: 867 um2
- Post-layout min period: 2.15 ns
- Hold Path Cell Cnt: 2
- Cell Chain, Critical Path: clkdlybuf4s50_1 -> ha_1 -> fa_1 -> a21o_2 -> a21oi_1 -> a21oi_1 -> mux2i_1
- Most used cell, CP: a21oi_1
- Hold EP: state[0]
- Power density over cell area: 746 nW/um2
- Clock Sinks: 12
- Placed Area: 822 um2
- Average wire per standard cell: 11.6 um
- Starting Density: 0.144
- Syn avg cell area: 11.0 um2
- CTS tree: built
- CP max stage cell: fa_1
- Gpl congestion: 0.810
- Final hold violations: 0
- Clk ins delay skew pair: approximately 0.24 ns
- CTS max path bufs: 2
- Max cap viols: 0
- Final Max Tran Viols: 0
- Largest net degree at the start of global routing: 16
- Yosys cell types: 24
- Final core occ: 0.199
- Ratio of cells with drive above 1 in the final layout: 0.0946
- DPL Wire Length: 1060 um
- Reg-to-Reg End: acc[4]
- Startpoint Class: input port
- Reg clk slew, reported paths: 0.06 ns
- DIE HEIGHT: 87 um
- Final Power: around 0.65 mW
- Grt ovf: 0
- Max frequency: between 400 and 500 MHz
- Die X: about 87 um
- CTS root buf: clkbuf_8
- Post-placement cell count: 122
- Post-CTS Setup Bufs: 0
- First-pass DRT Iterations: 4
- Reg2Reg Setup Slack: 1.47 ns
- Final Skew: 0.00915 ns
- I/O pin cnt: 15
- Total track usage: 0.0405
- Chip Area, Yosys: approximately 630 um2
- Ys cells: 57
- Syn Std Cell Area: 628 um2
- Tool warnings: 25
- CP Capture Type: register
- Initial antenna violation count: 0
- Hold wc startpoint: state[3]
- Post-CTS Resized: 0
- Syn Inst Count: 57
- Total number of vias: 502
- CTS buffer count: 3
- Post-CTS Hold Buffers: 0
- Rows: 24
- RSZ-0062 raised after global routing: false
- Vias per cell: 3.98
- Seq cells post-synth: 12
- H-Tree Depth: 1
- Setup TNS: 0 ns
- WP buf/inv: 1
- CP top delay family: adder cells
- DRC viols: 0
- PortBufs: 14
- Setup Viol. Count Final: 0
- HP Class: register to register
- Drt first-iter violations: 32
- First-pass GRT wire length: between 2000 and 2500 um
- Relative max-transition margin: 0.664
- Layout Cells excl Fill: 126
- P_leak: 0.378 nW
==> sequential cells by signal, summed over array words and instances (netlist names) <==
name   count
acc        6
state      4
count      2
==> kinds of logic after synthesis <==
logic type	count (synthesis)	synth area share
fa+ha+maj	6	0.131
buf+inv	5	0.0418
simple gates	12	0.0897
flops	12	0.480
compound gates	19	0.209
mux	2	0.0339
xor+xnor	1	0.0139
==> how the worst max path moves through the flow <==
| stage | from | end | slack (ns) | depth (start not counted) |
|---|---|---|---|---|
| 5_1_grt | x[0] | acc[4] | 0.95 | 7 |
| 4_1_cts | x[0] | acc[4] | 1.05 | 7 |
| 6_report | x[0] | acc[4] | 1.05 | 7 |
==> stage by stage <==
step	hold WS (ns)	worst slack, ns
floorplan	0.415	1.30
global placement	0.467	0.820
global route	0.510	0.945
finish	0.491	1.05
CTS	0.488	1.05
detailed placement	0.457	0.799
==> synth_stat cells, drive strengths merged <==
| cell | count | area share |
|---|---|---|
| dfrtp | 11 | 0.44 |
| ha | 5 | 0.10 |
| nand2 | 5 | 0.030 |
| o21ai | 5 | 0.040 |
| a21oi | 4 | 0.032 |
| inv | 4 | 0.024 |
| a22o | 3 | 0.042 |
| nor2 | 3 | 0.018 |
| a211oi | 2 | 0.032 |
| a21o | 2 | 0.026 |
| nand2b | 2 | 0.020 |
| and2 | 1 | 0.010 |
| buf | 1 | 0.018 |
| dfstp | 1 | 0.042 |
| fa | 1 | 0.032 |
| mux2 | 1 | 0.018 |
| mux2i | 1 | 0.016 |
| nor3b | 1 | 0.012 |
| o2111ai | 1 | 0.014 |
| o211ai | 1 | 0.012 |
| o21a | 1 | 0.012 |
| xor2 | 1 | 0.014 |
==> final cells by class <==
class                           count  area (um2)
Clock buffer                        4        45.0
Fill cell                         463        3490
Inverter                            4        15.0
Multi-Input combinational cell     40         300
Sequential cell                    12         302
Tap cell                           52        65.1
Timing Repair Buffer               14         140
==> cells in the final DEF (no fill, tap or decap), types with 2 or more instances in the layout <==
cell type,netlist,final
nand2b_1,2,2
nand2_1,5,5
clkbuf_8,0,3
o21ai_0,5,5
a22o_1,3,3
a21oi_1,4,4
dfrtp_1,11,11
ha_1,5,5
clkdlybuf4s50_1,0,14
nor2_1,3,3
inv_1,4,4
==> metal layers <==
layer	GRT usage	vias to the layer above	routed length, um
li1	-	235	-
met1	0.0603	247	713
met2	0.0500	18	568
met3	0.0226	2	158
met4	0.00589	0	21
met5	0	-	0
==> power by group <==
part / switching, mW / leakage (nW) / internal, mW
logic: 0.0981 / 0.198 / 0.149
registers: 0.0501 / 0.158 / 0.204
clock network: 0.0573 / 0.0228 / 0.0877
total: 0.205 / 0.378 / 0.441
==> worst reg2reg max path, cell delays in order (launching register included) <==
cell,delay [ns]
dfrtp_1,0.39
ha_1,0.24
fa_1,0.42
a21o_2,0.22
a21oi_1,0.16
a21oi_1,0.09
mux2i_1,0.14
Power figures rest on the tool's default switching activity, not on a simulated workload.
